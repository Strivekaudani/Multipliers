<file path="flow/run.sh">
#!/bin/bash
# OpenROAD 26Q1-2900-gdf79404cd8, Yosys 0.63+post, stock flow scripts
make -C /OpenROAD-flow-scripts/flow DESIGN_CONFIG=/design/flow/config.mk WORK_HOME=/design/flow/orfs finish
</file>
<file path="flow/config.mk">
export PLATFORM = sky130hd
export DESIGN_NAME = mult_booth
export DESIGN_NICKNAME = mult_booth
export VERILOG_FILES = /design/flow/design.v
export SDC_FILE = /design/flow/constraint.sdc
export NUM_CORES = 4
export LEC_CHECK = 1
export CORE_AREA = 10 10 108 108
export DIE_AREA = 0 0 118 118
</file>
<file path="flow/constraint.sdc">
current_design mult_booth

set clk_period 3.6
set clk_io_pct 0.2

create_clock -name clk0 -period $clk_period [get_ports {clk}]

set non_clock_inputs [all_inputs -no_clocks]
set_input_delay [expr $clk_period * $clk_io_pct] -clock clk0 $non_clock_inputs
set_output_delay [expr $clk_period * $clk_io_pct] -clock clk0 [all_outputs]
</file>
<file path="flow/design.v">
`timescale 1ns / 1ps
module mult_booth(
		input wire clk,
		input wire rst_n,
		input wire start,
		input wire [3:0] a,
		input wire [3:0] b,
		output reg [7:0] c
		);
  reg [7:0]  c_next;
  reg        state_next;
  reg [16:0] product_next;
  reg [3:0]  bit_count_next;
  reg [7:0]  multiplicand_next;
  reg [7:0]  multiplicand;
  reg [7:0]  multiplier;
  reg [16:0] product_current;
  reg	     state_current;
  reg [1:0]  control_bits;  
  reg [3:0]  bit_count_current;
  parameter S0_IDLE     = 1'b0;
  parameter S1_MULTIPLY = 1'b1;
  always @(posedge clk or negedge rst_n)
    begin
      if(rst_n == 1'b0)begin
	control_bits      <= 2'b00;
	product_current   <= 17'd0;
	bit_count_current <= 4'd8;
	c 		  <= 8'd0;
	state_current     <= S0_IDLE;
	multiplicand      <= 8'h00;
      end else begin
	control_bits      <= {product_next[1], product_next[0]};
	product_current   <= product_next;
	bit_count_current <= bit_count_next;
	c 		  <= c_next;
	state_current     <= state_next;
	multiplicand      <= multiplicand_next;
      end
    end
  always @(*)
    begin
      c_next = c;
      bit_count_next = bit_count_current;
      product_next   = product_current;
      state_next     = state_current;
      multiplicand_next = multiplicand;
      case(state_current)
	S0_IDLE: begin
	  if(start == 1'b1) begin
	    multiplicand_next = { {4{a[3]}}, {a[3:0]}};
	    multiplier        = { {4{b[3]}}, {b[3:0]}};
	    product_next[16:9] = 8'd0;
	    product_next[8:1] = multiplier; 
	    product_next[0] = 1'b0;
	    state_next = S1_MULTIPLY;
	  end
	end
	S1_MULTIPLY: begin
	  bit_count_next = bit_count_current - 1'b1;
	  case(control_bits)
	    2'b01: begin  
	      product_next[16] = 1'b0;
	      product_next[15:8] = product_current[16:9] + multiplicand;
	      product_next[7:0] = product_current[8:1];
	    end
	    2'b10: begin  
	      product_next[16] = 1'b0;
	      product_next[15:8] = product_current[16:9] - multiplicand;
	      product_next[7:0] = product_current[8:1];
	    end
	    default: begin  
	      product_next[16] = 1'b0;
	      product_next[15:0] = product_current[16:1];
	    end
	  endcase
	  if(bit_count_current == 4'd0)begin
	      c_next = product_current[8:1];
	      state_next = S0_IDLE;
	      bit_count_next = 4'd8;
	  end
	end 
	default: begin
	  state_next = S0_IDLE;
	end 
      endcase
    end 
endmodule
</file>
==> flow_metrics.tcl <==
# metrics dict for downstream scripts
set metrics [dict create \
    arrival_ns 2.91 \
    cts.repair.resized 0 \
    yosysSeqAreaShare_pct 46.2 \
    post_synth_instance_area_mm2 0.00179 \
    synth-cells-yosys 172 \
    first_iter_violations 66 \
    path_class "register to register" \
    antennaDiodeCount 0 \
    reg2reg_to "product_current[14]" \
    layout-drive-gt1-share_pct 13.8 \
    ys_types 36 \
    worstSetupEndpointType "register" \
    clock-skew-final_ns 0.00652 \
    grt_pass1_wl_um 6380 \
    synthTopCellsByArea "dfrtp_1, ha_1, mux2_2, mux2i_1, o21ai_0" \
    status "complete, no violations" \
    vias 1275 \
    clock-sinks 33 \
    whs_ns 0.484 \
    rsz0062_at_grt "no" \
    wl_per_cell_um 11.3 \
    gp_congestion 0.834 \
    finalSetupViolCount 0 \
    drtAntennaViolNets 0 \
    cp_max_fo 4 \
    min_from "bit_count_current[0]" \
    avgSynthCellArea_um2 10.4 \
    cts_root_buf "clkbuf_8" \
    fp-row-count 35 \
    cts_tree "yes" \
    r2r_slack_ns 0.85 \
    drv_cap 0 \
    numPortBuffers 18 \
    fillerInstances 1008 \
    placed_cells_incl_taps 317 \
    edf_count 0 \
    grt_start_max_net_pins 34 \
    yosys_area_mm2 0.00179 \
    hpwl_um 2530 \
    antenna_found_initial 0 \
    cts_buffers 5 \
    place_area_mm2 0.00213 \
    cp_data_required_time_ns 3.77 \
    power.leakage_nw 0.973 \
    period_used_pct 76.3 \
    yosys_warnings 1 \
    initial_core_util_pct 19.3 \
    routed_wl_um 3690 \
    holdPathStages 2 \
    ios 19 \
    max_clock_freq_ghz 0.364 \
    hold_viol_final 0 \
    slew_headroom_pct 51.9 \
    async_flop_share_pct 100 \
    drcViolationCount 0 \
    cts_buffer_depth 2 \
    worstReg2RegStart "multiplicand[2]" \
    flop_cell "dfrtp_1" \
    firstDrtPassIters 4 \
    power.density_mw_per_mm2 1110 \
    core_mm2 0.00928 \
    h-tree-depth 2 \
    holdBufCountCts 0 \
    crit_path_start_kind "register" \
    clkTransAtPathRegs_ns 0.07 \
    tightest_slew_ns 0.716 \
    holdPathEnd "bit_count_current[0]" \
    grt_pass1_vias 1273 \
    warnings 25 \
    via_per_inst 3.92 \
    worst_ir_drop_vdd_uv 446 \
    fin_tns_setup_ns 0 \
    synth_top_area_share_pct 44.8 \
    regArea_um2 827 \
    synthCells 172 \
    ys_ff 33 \
    gr-usage-all-layers_pct 5.34 \
    syn_to_final_growth_pct 25.7 \
    insertion_delay_ns 0.29 \
    synth_top_cell_by_area "dfrtp_1" \
    logic_area_um2 908 \
    min_path_type "register to register" \
    finalNonFillerCells 325 \
    post_cts_buffers 0 \
    reg2regPathDepth 9 \
    fin_crit_ns 2.75 \
    die_h_um 118 \
    slew_violations 0 \
    power_w 0.00250 \
    die_x_um 118 \
    chipArea_mm2 0.0139 \
    final_area_mm2 0.00225 \
    grt.overflow.total 0 \
]
[cells in the final DEF, fill, tap and decap left out, types with 2 or more instances in the layout]
cell type	synthesis	final
a21o_1	3	3
a21oi_1	10	10
a22o_1	3	3
a31oi_1	2	2
buf_4	0	3
clkbuf_8	0	6
clkdlybuf4s50_1	0	18
dfrtp_1	32	32
ha_1	10	10
inv_1	9	9
mux2_2	11	11
mux2i_1	9	9
nand2_1	22	22
nand2b_1	2	2
nor2_1	8	8
nor3_1	4	4
o21ai_0	17	17
o31ai_1	2	2
xnor2_1	4	4
xor2_1	2	2
[critical path, cell delays in order (launching register included)]
cell and delay [ns]:
dfrtp_1 0.41, or3_1 0.40, ha_1 0.27, mux2_2 0.26, ha_1 0.32, o21ai_0 0.25
o21bai_1 0.11, a21oi_2 0.16, xnor2_1 0.08, a311o_1 0.36
[stage by stage]
stage	worst slack (ns)	util [%]
detailed placement	0.924	23.0
floorplan	1.03	-
finish	0.853	24.2
global placement	0.937	23.0
global route	0.724	24.2
CTS	0.874	24.2
[flip-flops by register name, summed over array words and instances, names as in the netlist]
name / flops
multiplicand: 4
state_current: 1
product_current: 14
bit_count_current: 4
control_bits: 2
c: 8
[where the power goes]
group,switching (W),total [W],internal (W),leakage [nW]
combinational,0.000726,0.00144,0.000713,0.508
sequential,0.000135,0.000697,0.000562,0.406
clock,0.000137,0.000363,0.000226,0.0585
total,0.000998,0.00250,0.00150,0.973
[kinds of logic after synthesis]
kind of cell | Yosys count | share of synthesized area [%]
muxes | 20 | 12.0
xor gates and xnor gates | 6 | 2.94
AOI/OAI and AO/OA | 45 | 15.9
and+or+nand+nor | 43 | 11.9
adders and majority gates | 11 | 8.11
buffers and inverters | 14 | 3.01
DFF | 33 | 46.2
[synthesized netlist by cell type, types with 3 or more instances]
| library cell | instances |
|---|---|
| a21o_1 | 3 |
| a21oi_1 | 10 |
| a22o_1 | 3 |
| clkbuf_1 | 4 |
| dfrtp_1 | 32 |
| ha_1 | 10 |
| inv_1 | 9 |
| mux2_2 | 11 |
| mux2i_1 | 9 |
| nand2_1 | 22 |
| nor2_1 | 8 |
| nor3_1 | 4 |
| o21ai_0 | 17 |
| xnor2_1 | 4 |
[final cells by class]
class | instances | area share, %
Multi-Input combinational cell | 125 | 40.4
Sequential cell | 33 | 36.8
Timing Repair Buffer | 21 | 9.01
Tap cell | 129 | 7.17
Clock buffer | 7 | 3.84
Inverter | 9 | 1.50
Clock inverter | 1 | 1.33
[metal layers]
layer | routed length, um | track usage [%]
met2 | 1390 | 7.06
met1 | 2100 | 8.54
met4 | 27 | 0.464
met5 | 0 | 0
met3 | 167 | 1.56
[worst max-delay path by stage]
stage / from / end / slack, ns / depth (start not counted)
after CTS: multiplicand[2] / product_current[14] / 0.87 / 9
after global routing: multiplicand[2] / product_current[14] / 0.72 / 9
final: multiplicand[2] / product_current[14] / 0.85 / 9
No activity file was given, so power comes from the tool's default toggle rates.

File: /design/flow/run.sh
#!/bin/bash
# OpenROAD 26Q1-2900-gdf79404cd8, Yosys 0.63+post, stock flow scripts
make -C /OpenROAD-flow-scripts/flow DESIGN_CONFIG=/design/flow/config.mk WORK_HOME=/design/flow/orfs finish
File: /design/flow/config.mk
export PLATFORM = sky130hd
export DESIGN_NAME = mult_ver
export DESIGN_NICKNAME = mult_ver
export VERILOG_FILES = /design/flow/design.v
export SDC_FILE = /design/flow/constraint.sdc
export NUM_CORES = 4
export LEC_CHECK = 1
export CORE_AREA = 10 10 77 77
export DIE_AREA = 0 0 87 87
File: /design/flow/constraint.sdc
current_design mult_ver

set clk_period 1.0
set clk_io_pct 0.2

create_clock -name clk0 -period $clk_period [get_ports {clk}]

set non_clock_inputs [all_inputs -no_clocks]
set_input_delay [expr $clk_period * $clk_io_pct] -clock clk0 $non_clock_inputs
set_output_delay [expr $clk_period * $clk_io_pct] -clock clk0 [all_outputs]
File: /design/flow/design.v
`timescale 1ns/1ps
module mult_ver(
	input wire clk,
	input wire rst_n,
	input wire signed [3:0] a,
	input wire signed [3:0] b,
	output reg signed [7:0] c
	);
always @(posedge clk or negedge rst_n)
	begin
		if (rst_n == 1'b0) begin
			c <= 8'h00;
		end else begin
			c <= a * b;
		end
	end
endmodule
==> impl_metrics.ini <==
; synthesis and place-and-route metrics
[worst_setup_path]
worstPathArrival_ns = 2.81
crit_chain = buf_6 -> nand2b_4 -> fa_1 -> fa_1 -> fa_1 -> inv_2 -> ha_4 -> fa_2 -> a21o_1 -> a21oi_2 -> xnor2_1
cpMostUsedCell = fa_1
slowest_delay_ns = 0.50
path_max_fanout = 2
cp.required_ns = 1.14
critPathTopFamily = adder cells
end_kind = register
critPathLaunchType = input port
path_class = in -> reg
path_buffers = 2
slowest_stage = fa_1

[synth]
synth-main-ff-cell = dfrtp_1
ys_cells = 67
area_leaders = dfrtp_1 (26%), fa_1 (24%), ha_1 (20%)
syn_area_per_cell_um2 = 11.43
top_area_cell = dfrtp_1
top_cells_by_count = ha_1 (12), inv_1 (12), and2_1 (9), fa_1 (9), dfrtp_1 (8)
top_area_share_pct = 26.14
edf_count = 0
ys_types = 16
synthCells = 67
synth_warnings = 1
syn_area_um2 = 765.7
ys_seq_elements = 8
async_reset_ff_share_pct = 100.0
postSynthSeqShare_pct = 26.14
yosys-stat-area_um2 = 765.7

[power]
combPwrFrac_pct = 52.1
power_density_nw_per_um2 = 1335
netSwitchingPower_w = 0.0004783
sw_frac_of_total_pct = 27.61
internal-power_w = 0.001254
seq_power_share_pct = 27.1
pwr-share-clk_pct = 20.9
power_leakage_nw = 0.6319
ir_worst_vdd_mv = 0.3420

[detailed_routing]
drt_iter0_drc = 2
wire_per_inst_um = 9.618
n_antenna_cell = 0
antenna_left = 0
finalWirelength_mm = 1.510
drt-pass1-iter-count = 2
drc = 0
vias = 570
via_per_inst = 3.631

[floorplan]
fp_util_pct = 17.59
die_w_um = 87
io-pin-count = 18
die_h_um = 87
die_area_um2 = 7569
rows = 24
fp.coreArea_um2 = 4354

[final_timing]
post-route-period-util_pct = 266.6
setup_ws_ns = -1.666
tightest_slew_ns = 0.3401
final_hold_viol_count = 0
slew_headroom_pct = 77.26
slew_viol_final = 0
tns_ns = -7.192
min_period_ns = 2.666
rsz0062_at_grt = yes
fmax_mhz = 375.1
finalSetupViolations = 6

[finish]
comb_area_um2 = 640.6
post-route-util_pct = 29.80
top_regs = c: 8 flops
seq_area_um2 = 200.2
nFillCells = 422
largest_reg_flops = 8
drive_gt1_share_pct = 46.67
syn_to_final_growth_pct = 69.44
largest_register = c
final_cell_count_no_fill = 157
stdcell_area_um2 = 1297

[cts]
htree_levels = 1
clk_path_buf_depth = 2
numClockSinks = 8
numCtsBuffers = 3
path_clk_slew_ns = 0.04
cts_tree = built
hold_buffers = 0
cts-root-buf = clkbuf_8

[flow_run]
cap_violations = 0
warnings = 28

[place]
dp_hpwl_mm = 1.405
dp.cells = 152
place_congestion = 0.7594
port_buffers = 17
post-place-ws_ns = -2.340
placed_area_um2 = 1221

[global_route]
grt_pass1_vias = 720
grtUsageTotal_pct = 4.486
grt_pass1_wl_mm = 2.884
grt_start_max_net_pins = 9
antenna_found_initial = 0
grt_overflow = 0

[status]
status = complete, but fails checks
violations = setup timing

[worst_hold_path]
hold_class = in -> async
-- final timing paths --
| check | startpoint | endpoint | slack [ns] | cells after the start |
|---|---|---|---|---|
| max in group asynchronous | rst_n | c[0] | 0.50 | 1 |
| min in group clk0 | a[0] | c[0] | 0.31 | 3 |
| max | a[0] | c[7] | -1.67 | 11 |
| min | rst_n | c[4] | 0.25 | 1 |
-- final cells by class --
type	instances	area share (%)
sequential	8	15.43
tap	52	5.014
inverter	12	3.472
timing repair buffer	35	23.53
clock buffer	3	3.182
multi-input combinational	47	49.37
-- per-layer routing --
layer  GRT usage, %  vias to the layer above  wire length [um]
met4         0.5891                        0                25
met3         0.8491                        2                58
li1               -                      284                 -
met2          9.194                        6               860
met5              0                        -                 0
met1          4.529                      278               566
-- cell families after synthesis --
logic type	synth area share (%)
adders and majority gates	43.14
and+or+nand+nor	10.95
buffers and inverters	5.882
DFF	26.14
xor gates and xnor gates	9.642
AOI/OAI and AO/OA	4.248
-- cell usage in the layout (no fill, tap or decap), drive strengths merged, types with 2 or more instances in the layout --
cell type       n
buf            24
inv            12
ha             12
fa              9
and2            9
dfrtp           8
clkdlybuf4s15   8
xnor2           4
clkbuf          4
nand2           3
a21o            2
a21oi           2
nor2            2
-- power groups by stage --
stage	Sequential, W	Clock, W	Combinational (W)
after CTS	0.000473	0.000374	0.000936
after global routing	0.000484	0.000396	0.00102
final	0.000469	0.000362	0.000902
-- through the flow --
stage / hold WS, ns / power (W)
floorplan: -0.09559 / 0.0009233
global placement: 0.4939 / 0.001426
detailed placement: 0.5041 / 0.001421
CTS: 0.2664 / 0.001783
global route: 0.2810 / 0.001900
finish: 0.2508 / 0.001732
-- what timing repair did --
| action | CTS | global route |
|---|---|---|
| setup buffers | 1 | 1 |
| gates cloned | 0 | 0 |
| resized | 48 | 8 |
| setup endpoints to repair | 15 | 6 |
| pin swaps | 17 | 10 |
Power and IR drop assume default switching activity.
